### flow/config.mk
export PLATFORM = sky130hd
export DESIGN_NAME = regfile
export DESIGN_NICKNAME = regfile
export VERILOG_FILES = /design/flow/design.v
export SDC_FILE = /design/flow/constraint.sdc
export NUM_CORES = 4
export LEC_CHECK = 1
export CORE_UTILIZATION = 40
### flow/constraint.sdc
current_design regfile

set clk_period 6.8
set clk_io_pct 0.2

create_clock -name clk0 -period $clk_period [get_ports {clk_i}]

set non_clock_inputs [all_inputs -no_clocks]
set_input_delay [expr $clk_period * $clk_io_pct] -clock clk0 $non_clock_inputs
set_output_delay [expr $clk_period * $clk_io_pct] -clock clk0 [all_outputs]
### flow/design.v
module regfile(
    input wire clk_i,
    input wire rst_i,
    input wire we_i,
    input wire[5-1:0] waddr_i,
    input wire[32-1:0] wdata_i,
    input wire re1_i,
    input wire[5-1:0] raddr1_i,
    input wire re2_i,
    input wire[5-1:0] raddr2_i,
    output reg[32-1:0] rdata1_o,
    output reg[32-1:0] rdata2_o
);
    reg[32-1:0] regs[0:32-1];
    integer i;
    initial begin
        for (i=0;i<32;i=i+1)
            regs[i] = 0;
    end
    always @(posedge clk_i) begin
        if (rst_i == 0) begin
            if ((we_i == 1'b1) && (waddr_i != 0)) begin
                    regs[waddr_i] <= wdata_i;
                end
        end 
    end 
    always @(*) begin
        if (raddr1_i == 0) begin
            rdata1_o = 32'h0;
        end else if (raddr1_i == waddr_i && we_i == 1'b1 && re1_i == 1'b1) begin
            rdata1_o = wdata_i;
        end else if (re1_i == 1'b1) begin
            rdata1_o = regs[raddr1_i];
        end else begin
            rdata1_o = 32'h0;
        end 
    end 
    always @(*) begin
        if (raddr2_i == 0) begin
            rdata2_o = 32'h0;
        end else if (raddr2_i == waddr_i && we_i == 1'b1 && re2_i == 1'b1) begin
            rdata2_o = wdata_i;
        end else if (re2_i == 1'b1) begin
            rdata2_o = regs[raddr2_i];
        end else begin
            rdata2_o = 32'h0;
        end 
    end 
    task readRegister;
        input integer raddr;
        output integer val;
        begin
            val = regs[raddr[4:0]];
        end
    endtask    
endmodule
### flow/run.sh
#!/bin/bash
# OpenROAD 26Q1-2900-gdf79404cd8, Yosys 0.63+post, stock flow scripts
make -C /OpenROAD-flow-scripts/flow DESIGN_CONFIG=/design/flow/config.mk WORK_HOME=/design/flow/orfs finish
==> results.json <==
{
  "grt_usage_pct": 27.1,
  "worst_slew_pin_slew_ns": 0.997,
  "grt_pass1_vias": 30500,
  "ys.flops": 1024,
  "critPathMaxFanout": 56,
  "drc": 0,
  "utilization_pct": 46.4,
  "wl_per_cell_um": 34.8,
  "grt_use_met1_pct": 29.6,
  "dpl_cell_area_um2": 52400,
  "hpwlAfterDp_mm": 88.5,
  "yosysUniqueCellTypes": 44,
  "syn_area_um2": 48800,
  "max_freq_ghz": 0.169,
  "warning_count": 26,
  "hold_path.class": "input pin to register",
  "grt_max_degree": 77,
  "drive_above_1_share_pct": 33.4,
  "synth_area_per_cell_um2": 20.2,
  "antenna_found_initial": 7,
  "first_pass_iters": 7,
  "instances_no_fill": 4298,
  "start_kind": "input pin",
  "layout.area.comb_um2": 17300,
  "timing.final.ws_setup_ns": 0.882,
  "cts-resized-gates": 0,
  "first_iter_violations": 1672,
  "largest_register": "regs",
  "peakVddDrop_mv": 0.233,
  "largest_register_ffs": 1024,
  "via_count": 27000,
  "relSlewSlack_pct": 33.1,
  "dieArea_um2": 123000,
  "clk_path_buf_depth": 3,
  "synth_chip_area_um2": 48800,
  "fillers": 9873,
  "dp_cells": 4101,
  "ctsHoldBuffers": 0,
  "avgViaCountPerCell": 6.29,
  "top_regs": "regs x1024",
  "grt_setup_unrepaired": "false",
  "min_period_ns": 5.92,
  "postSynthSeqShare_pct": 63.0,
  "status": "finished clean",
  "slew_violations": 0,
  "gp_congestion": 0.890,
  "cts_inserted_buffers": 104,
  "die_width_um": 351,
  "die_h_um": 351,
  "finalHoldViolCount": 0,
  "post_cts_buffers": 0,
  "power_density_nw_per_um2": 252,
  "path_clk_slew_ns": 0.06,
  "cts-root-buf": "clkbuf_16",
  "worstSetupPathType": "input pin to primary output",
  "final_cell_area_um2": 55900,
  "busiest_layer": "met2",
  "yosys_warnings": 1,
  "floorplan.core_util_pct": 40.5,
  "setup_viol": 0,
  "rows": 127,
  "gr-usage-met2_pct": 37.8,
  "area.growth.synth_to_final_pct": 14.5,
  "period_used_pct": 87.0,
  "clock-sinks": 1024,
  "route.final.wire_length_mm": 149,
  "critPathCaptureType": "primary output",
  "portBuffers": 115,
  "ios": 116,
  "grt-ovfl-total": 0,
  "cp.arrival_ns": 4.56,
  "core_area_um2": 120000,
  "cts_htree_levels": 3,
  "netlist_instances": 2421,
  "required_ns": 5.44,
  "lay_top_count": "edfxtp_1",
  "tritoncts": "built",
  "seq_area_um2": 30700,
  "dp_slack_ns": 0.905,
  "setup_tns_ns": 0,
  "grt_pass1_wl_mm": 214,
  "final_cell_mix": "edfxtp_1, mux4_2, a211oi_1",
  "ant_nets": 0,
  "drv_cap": 0,
  "ys_cells": 2421,
  "power_leakage_nw": 17.8,
  "grt_util_met3_pct": 25.4
}
[cells in the mapped netlist]
library cell	n	area share (%)
o21ai_0	4	0.041
a211o_1	63	1.1
o31ai_1	1	0.015
o211ai_1	2	0.031
nand3_1	8	0.082
nor3b_1	3	0.046
a211oi_1	172	2.6
xnor2_2	1	0.033
and4_1	1	0.018
inv_1	2	0.015
nand2_1	6	0.046
a221oi_1	1	0.018
o21ai_1	1	0.010
mux2i_1	163	3.3
or2_2	3	0.038
a211oi_2	14	0.36
mux2_2	33	0.76
a31o_2	1	0.018
clkbuf_1	74	0.57
nand4_1	5	0.064
buf_4	16	0.25
nand2b_1	4	0.051
edfxtp_1	1024	63
nor2b_1	96	1.2
nor4_4	1	0.044
nor4_1	31	0.40
o21ai_2	1	0.018
o22ai_1	1	0.013
a221o_1	1	0.021
and3b_1	1	0.018
nor4_2	1	0.026
buf_1	5	0.038
buf_2	91	0.93
a21oi_1	3	0.031
and2_1	2	0.026
nor2_1	34	0.26
mux4_2	509	23
or4b_2	1	0.021
a41o_1	1	0.021
or3_1	1	0.013
conb_1	1	0.0077
buf_6	27	0.62
xnor2_1	9	0.16
nor3_1	2	0.021
[per-layer routing]
layer	wire length, µm	up-vias
met5	298	-
met2	67100	2214
li1	-	10900
met3	32000	310
met4	5470	18
met1	44700	13500
[stage by stage]
stage               hold WS, ns  total power [mW]
floorplan                  1.46              7.91
global placement           2.20              8.43
detailed placement         2.21              8.44
CTS                        1.49              14.2
global route               1.54              14.5
finish                     1.52              14.1
[critical path, cell delays in order]
cell	delay (ns)
buf_8	0.47
buf_12	0.37
mux4_2	0.54
nor2b_1	0.14
a211oi_1	0.69
a211oi_1	0.13
a211o_1	0.34
clkdlybuf4s50_1	0.44
[where the power goes]
| group | switching (mW) | internal (mW) | leakage (nW) |
|---|---|---|---|
| Clock | 2.43 | 3.36 | 1.68 |
| Combinational | 0.700 | 0.573 | 6.87 |
| Sequential | 0.0244 | 7.00 | 9.24 |
[worst paths after layout]
check                    from               endpoint  slack (ns)  cells after the start
setup / recovery  raddr1_i[1]            rdata1_o[8]        0.88                      8
hold / removal     wdata_i[6]  regs[31][6]$_DFFE_PP_        1.52                      2
[logic make-up after synthesis]
kind of cell,Yosys count,synth area share (%)
other,1,0.00768
muxes,705,27.6
buffers and inverters,215,2.43
AOI/OAI and AO/OA,266,4.37
DFF,1024,63.0
xor gates and xnor gates,10,0.195
and+or+nand+nor,200,2.40
[area by class of cell]
type,count,share of cell area [%]
Tap cell,1612,3.61
Antenna cell,3,0.0134
Clock buffer,122,4.89
Timing Repair Buffer,250,4.30
Sequential cell,1024,55.0
Multi-Input combinational cell,1213,30.9
Clock inverter,72,1.25
Inverter,2,0.0134
No activity file was given, so power comes from the tool's default toggle rates.
