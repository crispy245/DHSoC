$ cat design.v
module mem(
    input wire clk_i,
    input wire rst_i,
    input wire[5-1:0] reg_waddr_i,
    input wire reg_we_i,
    input wire[32-1:0] reg_wdata_i,
    input wire[32-1:0] mem_addr_i,
    input wire[32-1:0] mem_data_i,
    input wire mem_we_i,
    input wire[3:0] mem_op_i,   
    input wire[32-1:0] ram_data_i,
    output reg[32-1:0] ram_addr_o,
    output reg[32-1:0] ram_data_o,
    output reg ram_w_request_o,
    output reg ram_ce_o,
    output reg[5-1:0] reg_waddr_o,
    output reg reg_we_o,
    output reg[32-1:0] reg_wdata_o,
    output reg[32-1:0]         inst_addr_o,
    input wire[32-1:0]         inst_addr_i,
    input wire[32-1:0]         exception_i,
    output reg[32-1:0]         exception_o,
    input wire                             csr_we_i,
    input wire[32-1:0]            csr_waddr_i,
    input wire[32-1:0]           csr_wdata_i,
    output reg                            csr_we_o,
    output reg[32-1:0]           csr_waddr_o,
    output reg[32-1:0]           csr_wdata_o
);  
    assign exception_o = exception_i;
     always @(*) begin
        if (rst_i == 1'b1) begin
            inst_addr_o = 32'h0; 
        end else begin
            inst_addr_o = inst_addr_i; 
        end  
    end  
    wire[1:0] ram_addr_offset;
    assign ram_addr_offset = mem_addr_i[1:0] & 2'b11;
    always @(*) begin
        if (rst_i == 1'b1) begin
            csr_we_o = 1'b0;
            csr_waddr_o = {12'b0};
            csr_wdata_o = 32'h0;
        end else begin
            csr_we_o = csr_we_i;
            csr_waddr_o = csr_waddr_i;
            csr_wdata_o = csr_wdata_i;
        end  
    end  
    reg[32-1:0] reg_wdata;
    assign reg_wdata_o = reg_wdata;
    always @(*) begin
        if (rst_i == 1'b1) begin
            reg_waddr_o = 0;
            reg_we_o = 1'b0;
            reg_wdata = 32'h0;
        end else begin
            reg_waddr_o = reg_waddr_i;
            reg_we_o = reg_we_i;
            reg_wdata = reg_wdata_i;
        end
    end
    always @(*) begin
        if (rst_i == 1'b1) begin
            ram_addr_o = 32'h0;
            ram_data_o = 32'h0;
            ram_w_request_o = 1'b0;
            ram_ce_o = 1'b0;   
        end else begin
            ram_w_request_o = mem_we_i;
            ram_addr_o = mem_addr_i;
            ram_data_o = 32'h0; 
            ram_ce_o = 1'b1;
            case(mem_op_i) 
                4'b1001: begin
                    case(ram_addr_offset)
                    2'b00:begin
                        reg_wdata = {{24{ram_data_i[7]}}, ram_data_i[7:0]};
                    end
                    2'b01:begin
                        reg_wdata = {{24{ram_data_i[15]}}, ram_data_i[15:8]};
                    end
                    2'b10:begin
                        reg_wdata = {{24{ram_data_i[23]}}, ram_data_i[23:16]};
                    end
                    default:begin
                        reg_wdata = {{24{ram_data_i[31]}}, ram_data_i[31:24]};
                    end
                    endcase      
                end
                4'b1010: begin
                    if (ram_addr_offset==2'b00) begin
                        reg_wdata = {{16{ram_data_i[15]}}, ram_data_i[15:0]};
                    end else if(ram_addr_offset==2'b10) begin
                        reg_wdata = {{16{ram_data_i[31]}}, ram_data_i[31:16]};
                    end else 
                        reg_wdata = 32'h0;
                end
                4'b1011: begin
                    reg_wdata = ram_data_i;
                end
                4'b1100:begin
                    case (ram_addr_offset)
                        2'b00: begin
                            reg_wdata = {24'h0, ram_data_i[7:0]};
                        end
                        2'b01: begin
                            reg_wdata = {24'h0, ram_data_i[15:8]};
                        end
                        2'b10: begin
                            reg_wdata = {24'h0, ram_data_i[23:16]};
                        end
                        default: begin
                            reg_wdata = {24'h0, ram_data_i[31:24]};
                        end
                    endcase   
                end
                4'b1101:begin
                    if (ram_addr_offset == 2'b0) begin
                        reg_wdata = {16'h0, ram_data_i[15:0]};
                    end else if (ram_addr_offset == 2'b10) begin
                        reg_wdata = {16'h0, ram_data_i[31:16]};
                    end else
                        reg_wdata = 32'h0;
                end                
                4'b0001: begin
                    case (ram_addr_offset)
                    2'b00: begin
                        ram_data_o = {ram_data_i[31:8],mem_data_i[7:0]};
                    end
                    2'b01: begin
                        ram_data_o = {ram_data_i[31:16],mem_data_i[7:0], ram_data_i[7:0]};
                    end
                    2'b10:begin
                        ram_data_o = {ram_data_i[31:24],mem_data_i[7:0], ram_data_i[15:0]};
                    end
                    default:begin
                        ram_data_o = {mem_data_i[7:0], ram_data_i[23:0]};
                    end
                    endcase
                end
                4'b0010: begin
                    if (ram_addr_offset == 2'b00) begin
                        ram_data_o = {ram_data_i[31:16],mem_data_i[15:0]};
                    end else if(ram_addr_offset == 2'b10) begin
                        ram_data_o = {mem_data_i[15:0], ram_data_i[15:0]};
                    end else
                        ram_data_o = 32'h0;
                end
                4'b0011: begin
                    ram_data_o = mem_data_i;
                end
                default: begin
                    ram_addr_o = 32'h0;
                    ram_data_o = 32'h0;
                    ram_w_request_o = 1'b0;
                    ram_ce_o = 1'b0;
                end
            endcase
        end  
    end  
endmodule
$ cat run.sh
#!/bin/bash
# OpenROAD 26Q1-2900-gdf79404cd8, Yosys 0.63+post, stock flow scripts
make -C /OpenROAD-flow-scripts/flow DESIGN_CONFIG=/design/flow/config.mk WORK_HOME=/design/flow/orfs finish
$ cat config.mk
export PLATFORM = sky130hd
export DESIGN_NAME = mem
export DESIGN_NICKNAME = mem
export VERILOG_FILES = /design/flow/design.v
export SDC_FILE = /design/flow/constraint.sdc
export NUM_CORES = 4
export LEC_CHECK = 1
export CORE_AREA = 10 10 199 199
export DIE_AREA = 0 0 209 209
$ cat constraint.sdc
current_design mem

set clk_period 5.6
set clk_io_pct 0.2

create_clock -name clk0 -period $clk_period

set non_clock_inputs [all_inputs -no_clocks]
set_input_delay [expr $clk_period * $clk_io_pct] -clock clk0 $non_clock_inputs
set_output_delay [expr $clk_period * $clk_io_pct] -clock clk0 [all_outputs]
==> run summary <==
Yosys stat area = 4283 um^2
Yosys Instances = 593
Yosys xor share = 0.002045
Stop err = ERROR: Found 32 problems in 'check -assert'.
Mux area share = 0.2515
Basic Gates by Area = 0.3751
Synth unique cells = 33
Seq cells post-synth = 32
Ao+oa area frac = 0.1452
Failed at = 1_2_yosys
Status = did not finish
Synthesis Warnings = 3
Adder Area Share = 0
Synth logic family = simple AND/OR/NAND/NOR gates
[cells in the mapped netlist]
library cell,n,area (um^2)
a2bb2oi_1,1,8.760
and3_1,1,6.260
inv_1,1,3.750
nor2_1,17,63.81
a31oi_1,6,37.54
dlxtn_1,32,480.5
or3b_4,1,11.26
o21ai_0,1,5.000
xnor2_1,1,8.760
a21oi_1,39,195.2
buf_4,39,292.8
mux2i_1,3,30.03
a221o_1,2,20.02
nand2b_1,1,6.260
nor2b_1,140,875.8
buf_6,2,22.52
a22oi_1,40,300.3
a21boi_4,1,18.77
nand2_1,95,356.6
nand3b_1,1,7.510
and2_1,33,206.5
a211oi_4,1,20.02
buf_1,1,3.750
clkbuf_1,32,120.1
buf_2,9,45.04
and2b_1,1,7.510
nor3_1,2,10.01
mux4_2,8,180.2
o21ai_4,1,16.27
nor4b_2,1,15.01
or4_1,1,7.510
nor3_4,2,32.53
mux2_2,77,867.1
[kinds of logic after synthesis]
logic type	after synthesis
xor gates and xnor gates	1
buffers and inverters	84
AOI/OAI and AO/OA	92
latches	32
muxes	88
and+or+nand+nor	296
